==> ./design.v <==
`timescale 1ns / 1ps
module FSM_LightStand(
    input i_clk, i_reset,
    input [2:0] i_button,
    output [2:0] o_lightState
    );
    parameter TRUE = 1'b1, FALSE = 1'b0;
    parameter LIGHT0 = 3'b000, LIGHT1 = 3'b001, LIGHT2 = 3'b010, LIGHT3 = 3'b011, LIGHT4 = 3'b100;
    reg [2:0] r_lightState = LIGHT0, nextState, curState;
    assign o_lightState = r_lightState;
    always @(posedge i_clk or posedge i_reset) begin
        if(i_reset) begin
            curState <= LIGHT0;
        end
        else curState <= nextState;
    end
    always @(curState or i_button or i_clk) begin
        case (curState)
            LIGHT0:
            if(i_button[0] == TRUE) begin
                nextState <= LIGHT1;
            end
            else if(i_button[1] == TRUE) begin
                nextState <= LIGHT0;
            end
            else nextState <= LIGHT0;
            LIGHT1:
            if(i_button[0] == TRUE) begin
                nextState <= LIGHT2;
            end
            else if(i_button[1] == TRUE) begin
                nextState <= LIGHT0;
            end
            else if(i_button[2] == TRUE) begin
                nextState <= LIGHT0;
            end
            else nextState <= LIGHT1;
            LIGHT2:
            if(i_button[0] == TRUE) begin
                nextState <= LIGHT3;
            end
            else if(i_button[1] == TRUE) begin
                nextState <= LIGHT1;
            end
            else if(i_button[2] == TRUE) begin
                nextState <= LIGHT0;
            end
            else nextState <= LIGHT2;
            LIGHT3:
            if(i_button[0] == TRUE) begin
                nextState <= LIGHT4;
            end
            else if(i_button[1] == TRUE) begin
                nextState <= LIGHT2;
            end
            else if(i_button[2] == TRUE) begin
                nextState <= LIGHT0;
            end
            else nextState <= LIGHT3;
            LIGHT4:
            if(i_button[0] == TRUE) begin
                nextState <= LIGHT4;
            end
            else if(i_button[1] == TRUE) begin
                nextState <= LIGHT3;
            end
            else if(i_button[2] == TRUE) begin
                nextState <= LIGHT0;
            end
            else nextState <= LIGHT4;
            default : nextState <= LIGHT0;
        endcase
    end
    always @(curState) begin
        case (curState)
            LIGHT0 : r_lightState <= 3'b000; 
            LIGHT1 : r_lightState <= 3'b001;
            LIGHT2 : r_lightState <= 3'b010;
            LIGHT3 : r_lightState <= 3'b011;
            LIGHT4 : r_lightState <= 3'b100;
            default: r_lightState <= 3'b000;
        endcase
    end
endmodule
`timescale 1ns / 1ps
module MUX_4x1(
    input [3:0] i_a,
    input [2:0] i_sel,
    output o_y
    );
    reg r_y;
    assign o_y = r_y;
    always @(*) begin
        r_y <= 1'b0;
        case(i_sel)
            3'b000 : r_y <= 1'b0;
            3'b001 : r_y <= i_a[0];
            3'b010 : r_y <= i_a[1];
            3'b011 : r_y <= i_a[2];
            3'b100 : r_y <= i_a[3];
        endcase
    end
endmodule
`timescale 1ns / 1ps
module button(
    input i_clk, i_reset, i_button,
    output o_state
    );
    parameter PUSHED = 1'b1, RELEASED = 1'b0, TRUE = 1'b1, FALSE = 1'b0;
    parameter DEBOUNCE = 5_000;  
    reg prevState, r_state, nextState;
    reg [31:0] r_counter = 0;
    assign o_state = r_state;
    always @(posedge i_clk or posedge i_reset) begin
        if (i_reset) begin
            r_state <= RELEASED;
            prevState <= RELEASED;
            r_counter <= 0;
        end
        else begin
            if(i_button == PUSHED && prevState == RELEASED && r_counter < DEBOUNCE) begin
                r_state <= FALSE;
                r_counter <= r_counter + 1;
            end
            else if(i_button == PUSHED && prevState == RELEASED && r_counter == DEBOUNCE) begin
                prevState <= PUSHED;
                r_state <= FALSE;
                r_counter <= 0;
            end
            else if(i_button == RELEASED && prevState == PUSHED && r_counter < DEBOUNCE) begin
                r_counter <= r_counter + 1;
                r_state <= FALSE;
            end
            else if(i_button == RELEASED && prevState == PUSHED && r_counter == DEBOUNCE) begin
                prevState <= RELEASED;
                r_state <= TRUE;
                r_counter <= 0;
            end
            else begin
                r_state <= FALSE;
            end
        end
    end
endmodule
`timescale 1ns / 1ps
module clock_counter(
    input i_clk, i_reset,
    output [9:0] o_counter
    );
    reg [9:0] r_counter = 0;
    assign o_counter = r_counter;
    always @(posedge i_clk or posedge i_reset) begin
        if(i_reset) begin
            r_counter <= 0;
        end
        else begin
            if(r_counter == 999) begin
                r_counter <= 0;
            end
            else begin
                r_counter <= r_counter + 1;
            end
        end
    end
endmodule
`timescale 1ns / 1ps
module clock_divider(
    input i_clk, i_reset,
    output o_clk
    );
    reg r_clk = 0;
    reg [6:0] r_counter = 0;
    assign o_clk = r_clk;
    always @(posedge i_clk or posedge i_reset) begin
        if(i_reset) begin
            r_clk <= 1'b0;
            r_counter <= 0;
        end
        else begin
            if(r_counter == 49) begin
                r_counter <= 0;
                r_clk <= ~r_clk;
            end
            else begin
                r_counter <= r_counter + 1;
            end
        end
    end
endmodule
`timescale 1ns / 1ps
module comparator(
    input [9:0] i_counter,
    output o_light1, o_light2, o_light3, o_light4
    );
    assign o_light1 = (i_counter < 300) ? 1'b1 : 1'b0;
    assign o_light2 = (i_counter < 600) ? 1'b1 : 1'b0;
    assign o_light3 = (i_counter < 800) ? 1'b1 : 1'b0;
    assign o_light4 = (i_counter < 999) ? 1'b1 : 1'b0;
endmodule
`timescale 1ns / 1ps
module top_FSM_LightStand_PWM(
    input i_clk, i_reset,
    input [2:0] i_button,
    output o_light
    );
    wire w_clk;
    clock_divider clk_div(
    .i_clk(i_clk),
    .i_reset(i_reset),
    .o_clk(w_clk)
    );
    wire [9:0] w_clock_counter;
    clock_counter clk_cnt(
    .i_clk(w_clk),
    .i_reset(i_reset),
    .o_counter(w_clock_counter)
    );
    wire [3:0] w_light;
    comparator cmp(
    .i_counter(w_clock_counter),
    .o_light1(w_light[0]),
    .o_light2(w_light[1]),
    .o_light3(w_light[2]),
    .o_light4(w_light[3])
    );
    wire [2:0] w_button;
    button up_btn(
    .i_clk(w_clk),
    .i_reset(i_reset),
    .i_button(i_button[0]),
    .o_state(w_button[0])
    );
    button down_btn(
    .i_clk(w_clk),
    .i_reset(i_reset),
    .i_button(i_button[1]),
    .o_state(w_button[1])
    );
    button onOff_btn(
    .i_clk(w_clk),
    .i_reset(i_reset),
    .i_button(i_button[2]),
    .o_state(w_button[2])
    );
    wire [2:0] w_lightState;
    FSM_LightStand FSM_lightStand(
    .i_clk(w_clk),
    .i_reset(i_reset),
    .i_button(w_button),
    .o_lightState(w_lightState)
    );
    MUX_4x1 mux_4x1(
    .i_a(w_light),
    .i_sel(w_lightState),
    .o_y(o_light)
    );
endmodule
==> ./run.sh <==
#!/bin/bash
# OpenROAD 26Q1-2900-gdf79404cd8, Yosys 0.63+post, stock flow scripts
make -C /OpenROAD-flow-scripts/flow DESIGN_CONFIG=/design/flow/config.mk WORK_HOME=/design/flow/orfs finish
==> ./config.mk <==
export PLATFORM = sky130hd
export DESIGN_NAME = top_FSM_LightStand_PWM
export DESIGN_NICKNAME = top_FSM_LightStand_PWM
export VERILOG_FILES = /design/flow/design.v
export SDC_FILE = /design/flow/constraint.sdc
export NUM_CORES = 4
export LEC_CHECK = 1
export CORE_UTILIZATION = 30
==> ./constraint.sdc <==
current_design top_FSM_LightStand_PWM

set clk_period 4.0
set clk_io_pct 0.2

create_clock -name clk0 -period $clk_period [get_ports {i_clk}]

set non_clock_inputs [all_inputs -no_clocks]
set_input_delay [expr $clk_period * $clk_io_pct] -clock clk0 $non_clock_inputs
set_output_delay [expr $clk_period * $clk_io_pct] -clock clk0 [all_outputs]
==> results.yml <==
# generated from flow reports
sta:
  setup_total_negative_slack_ps: 0
  max_clock_freq_ghz: 0.537
  worst-slew-pin-transition_ps: 1060
  final_min_period_over_clock_period: 0.465
  slew_headroom: 0.284
  number_of_max_slew_violations_in_the_final_report: 0
  untimed_endpoints: 118
  rsz_0062_raised_after_global_routing: "false"
  final_critical_path_setup_slack_ps: 2140
  final_setup_vio_count: 0
  layout_min_cycle_time_ps: 1860
  number_of_register_pins_that_no_clock_reaches: 117
  fin_worst_skew_ps: 4.56
  timing.final.hold_violations: 0
cells_and_area:
  syn2layout_area_growth_pct: 3.90
  num-fill-cells: 1690
  post_route_cells_drive_above_1_share: 0.0530
  fin_util: 0.317
global_routing:
  grt_first_pass_wirelength_um: 14200
  antenna_violations_before_repair: 0
  grt-ovfl-total: 0
  number_of_global_route_vias_before_repair: 3033
  gr-usage-all-layers: 0.0952
  grt_max_degree: 71
critical_path:
  worstRegToRegCells: 5
  startpoint: "clk_div.r_counter[1]"
  setup_crit_path_kind: "reg2reg"
  timing.reg2reg.setup_slack_ps: 2140
  critical_path.startpoint_type: "register"
  timing.critical_path.slowest_stage_cell: "sky130_fd_sc_hd__nor4_1"
  rr_startpoint: "clk_div.r_counter[1]"
  critical_path.reg2reg.endpoint: "clk_div.r_clk"
  arr_time_crit_path_ps: 1920
  worstSetupEndpointType: "register"
  cpPeakStageDelay_ps: 870
  timing.critical_path.fanout_max: 6
  path_cells: "inv_1 -> ha_1 -> nand2b_1 -> nor4_1 -> xor2_1"
  crit_end: "clk_div.r_clk"
  timing.critical_path.required_ps: 4050
clock_network:
  post_cts.repair.setup_buffers: 0
  h-tree-depth: 1
  clk_path_buf_depth: 2
  cts-buffers-inserted: 3
  cts-hold-fix-buffers: 0
  cts_root_buffer: "sky130_fd_sc_hd__clkbuf_16"
  cts-resized-gates: 0
  tritoncts: "built"
  worst_setup_hold_path_clk_slew_ps: 40
  clkLatencyLatePin_ps: 230
pwr:
  pwr_density_cell_nw_per_um2: 53.9
  p_leak_uw: 0.00252
  ir_drop_mv: 0.322
yosys:
  ys_async_sr_fraction: 1.00
  synth.ff_latch_count: 125
  dominantRegCellSynth: "sky130_fd_sc_hd__dfrtp_1"
  yosys.stat.chipArea_um2: 5260
  syn_area_um2: 5260
  synth_seq_share: 0.595
  synth.distinct_cells: 48
  yosys_warnings: 5
  number_of_enable_type_register_cells_in_the_synthesized_netlist: 0
  synth.yosys.num_cells: 483
  average_footprint_of_a_synthesized_cell_um2: 10.9
  netlist_instances: 483
placed_design:
  dp_hpwl_um: 5670
  dp_worst_setup_slack_ps: 2200
  numPortBuffers: 5
  globalplace.congestion: 0.848
route:
  antenna-diode-count: 0
  residual_drc: 0
  final_antenna_net_count: 0
  drt_wl_total_um: 7750
  first_iter_violations: 171
  drt_pass1_iterations: 4
  detail_route.vias_per_cell: 4.61
  routed_wire_length_per_instance_um: 11.8
  detailroute.via_count: 3041
worst_hold_path:
  class_of_the_worst_hold_path: "reg2reg"
flow_run:
  drv_cap: 0
  warning_count: 29
outcome:
  run_status: "finished, final reports clean"
floorplanning:
  die_w_um: 134
  row_count: 48
  fp_util: 0.305
  die.size.y_um: 134
  io_pins: 6
  floorplan.core_area_um2: 17200
  design.die.area_um2: 18100
-- cell type report --
cell class	count	area [um2]	share of cell area
flip-flops and latches	125	3130	0.573
multi-input cells	284	1850	0.338
well taps	225	282	0.0515
repair buffers	9	80.1	0.0146
clock buffers	4	78.8	0.0144
inverters	12	48.8	0.00893
-- power by group --
| part | switching [uW] | internal (uW) |
|---|---|---|
| Sequential | 0 | 80.6 |
| Combinational | 35.0 | 9.87 |
| Clock | 36.7 | 133 |
-- worst max-delay path: cells and delay by family, from the launching register on --
kind	cells	cell delay [ps]
fa+ha+maj	1	150
xor+xnor	1	140
simple gates	2	950
flops	1	370
buf+inv	1	70
-- Yosys cell counts (all sizes together), types with 3 or more instances --
| library cell | count | share of area |
|---|---|---|
| xor2 | 21 | 0.035 |
| nor2 | 30 | 0.021 |
| a211oi | 3 | 0.0043 |
| nor3b | 3 | 0.0043 |
| nor3 | 15 | 0.018 |
| a22o | 3 | 0.0050 |
| xnor2 | 16 | 0.027 |
| o211ai | 3 | 0.0043 |
| o21ai | 19 | 0.018 |
| nand2 | 34 | 0.024 |
| and3 | 13 | 0.015 |
| clkbuf | 61 | 0.044 |
| nor2b | 10 | 0.012 |
| a21oi | 8 | 0.0076 |
| dfrtp | 124 | 0.59 |
| nor4 | 23 | 0.031 |
| nand2b | 3 | 0.0036 |
| o31ai | 4 | 0.0057 |
| nand4 | 11 | 0.013 |
| inv | 12 | 0.0086 |
| nor4b | 4 | 0.0078 |
| nand3 | 26 | 0.025 |
| mux2 | 4 | 0.0086 |
| ha | 9 | 0.021 |
-- stage by stage --
stage | std cells | total power (uW) | hold WS [ps] | area, um2
2_1_floorplan | 483 | 114 | 442 | 5270
3_3_place_gp | 655 | 127 | 461 | 5390
3_5_place_dp | 655 | 129 | 477 | 5390
4_1_cts | 659 | 301 | 480 | 5470
5_1_grt | 659 | 313 | 519 | 5470
6_report | 659 | 295 | 486 | 5470
-- registers in the layout, summed over array words and instances, names as in the netlist --
signal and flops:
down_btn.r_state 1, up_btn.r_state 1, clk_div.r_clk 1, down_btn.prevState 1
up_btn.r_counter 32, FSM_lightStand.curState 5, onOff_btn.prevState 1, down_btn.r_counter 32
clk_div.r_counter 7, up_btn.prevState 1, onOff_btn.r_counter 32, clk_cnt.r_counter 10
onOff_btn.r_state 1
-- per-layer routing --
metal	wire, um	part of all wire	vias to the layer above	GRT usage
li1	-	-	1543	-
met1	4170	0.54	1472	0.162
met2	3390	0.44	24	0.142
met3	166	0.021	2	0.00849
met4	27	0.0035	0	0.00375
met5	0	0	-	0
-- logic make-up (layout without fill, tap and decap cells) --
group,after synthesis,count (layout),synth area share
AND-OR/OR-AND,50,50,0.0640
adder cells (fa/ha/maj),9,9,0.0214
flip-flops,125,125,0.595
XOR/XNOR,37,37,0.0616
multiplexers,6,6,0.0124
buffers and inverters,74,25,0.0542
AND/OR/NAND/NOR,182,182,0.192
-- placed cells by master, fill, tap and decap left out, types with 10 or more instances in the layout --
| cell | synthesis | layout |
|---|---|---|
| sky130_fd_sc_hd__nand4_1 | 11 | 11 |
| sky130_fd_sc_hd__inv_1 | 12 | 11 |
| sky130_fd_sc_hd__dfrtp_1 | 124 | 123 |
| sky130_fd_sc_hd__xnor2_1 | 16 | 16 |
| sky130_fd_sc_hd__nor2_1 | 30 | 30 |
| sky130_fd_sc_hd__nand2_1 | 34 | 34 |
| sky130_fd_sc_hd__nor2b_1 | 10 | 10 |
| sky130_fd_sc_hd__nor3_1 | 11 | 11 |
| sky130_fd_sc_hd__nor4_1 | 21 | 21 |
| sky130_fd_sc_hd__and3_1 | 13 | 13 |
| sky130_fd_sc_hd__xor2_1 | 21 | 21 |
| sky130_fd_sc_hd__o21ai_0 | 18 | 18 |
| sky130_fd_sc_hd__nand3_1 | 26 | 26 |
-- worst min path at each step --
stage	from	end	slack (ps)	cells after the start
final	clk_div.r_counter[6]	clk_div.r_counter[6]	490	1
after global routing	clk_div.r_counter[6]	clk_div.r_counter[6]	520	1
after CTS	clk_div.r_counter[6]	clk_div.r_counter[6]	480	1
Power figures rest on the tool's default switching activity, not on a simulated workload.
